## config.mk

```make
export PLATFORM = sky130hd
export DESIGN_NAME = RegisterFile
export DESIGN_NICKNAME = RegisterFile
export VERILOG_FILES = /design/flow/design.v
export SDC_FILE = /design/flow/constraint.sdc
export NUM_CORES = 4
export LEC_CHECK = 1
export CORE_UTILIZATION = 40
export SYNTH_HDL_FRONTEND = slang
```

## run.sh

```bash
#!/bin/bash
# OpenROAD 26Q1-2900-gdf79404cd8, Yosys 0.63+post, stock flow scripts
make -C /OpenROAD-flow-scripts/flow DESIGN_CONFIG=/design/flow/config.mk WORK_HOME=/design/flow/orfs finish
```

## constraint.sdc

```tcl
current_design RegisterFile

set clk_period 5.9
set clk_io_pct 0.2

create_clock -name clk0 -period $clk_period [get_ports {clk}]

set non_clock_inputs [all_inputs -no_clocks]
set_input_delay [expr $clk_period * $clk_io_pct] -clock clk0 $non_clock_inputs
set_output_delay [expr $clk_period * $clk_io_pct] -clock clk0 [all_outputs]
```

## design.v

```verilog
`timescale 1ns / 1ps
package ALUSrcA_pkg;
    typedef enum logic { FROM_REGFILE = 1'b0,
                         FROM_PC      = 1'b1 } ALUSrcA_t;
endpackage
`timescale 1ns / 1ps
package ALU_pkg;
    typedef enum logic [3 : 0] { ALU_ADD,
                                 ALU_SUB,
                                 ALU_AND,
                                 ALU_OR ,
                                 ALU_SLT,
                                 ALU_SLTU,
                                 ALU_SrB,
                                 ALU_XOR,
                                 ALU_SLL,
                                 ALU_SRL,
                                 ALU_SRA } ALUop_t;
endpackage
`timescale 1ns / 1ps
package ALUsource_pkg;
    typedef enum logic { ALU_RD2    = 1'b0,
                         ALU_EXTEND = 1'b1 } ALUsource_t;
endpackage
`timescale 1ns / 1ps
package Imm_pkg;
    typedef enum logic [2 : 0] { IMM_TypeI,
                                 IMM_TypeIu,
                                 IMM_TypeS,
                                 IMM_TypeB,
                                 IMM_TypeBu,
                                 IMM_TypeU,
                                 IMM_TypeJ } IMM_t;
endpackage
`timescale 1ns / 1ps
package PCsource_pkg;
    typedef enum logic [1 : 0] { NEXT,                   
                                 JUMP,                   
                                 INDJ } PCsource_t;      
endpackage
`timescale 1ns / 1ps
package ResultSource_pkg;
    typedef enum logic [1 : 0] { RESULT_FROM_ALU = 2'b00,
                                 RESULT_FROM_MEM = 2'b01,
                                 RESULT_FROM_PC4 = 2'b10 } ResultSource_t;
endpackage
`timescale 1ns / 1ps
package DataTypes_pkg;
    typedef enum logic [1 : 0] { NEXT,                   
                                 JUMP,                   
                                 INDJ } PCsource_t;      
    typedef enum logic { PC,
                         ALU } AdrSrc_t;
    typedef enum logic [2 : 0] { IMM_TypeI,
                                 IMM_TypeIu,
                                 IMM_TypeS,
                                 IMM_TypeB,
                                 IMM_TypeBu,
                                 IMM_TypeU,
                                 IMM_TypeJ } IMM_t;
    typedef enum logic [1 : 0] { ALU_RD1,
                                 ALU_OLD_PC,
                                 ALU_PC } ALUSrcA_t;
    typedef enum logic [1 : 0] { ALU_RD2,
                                 ALU_EXTEND,
                                 ALU_PLUS_4 } ALUsource_t;
    typedef enum logic [3 : 0] { ALU_ADD,
                                 ALU_SUB,
                                 ALU_AND,
                                 ALU_OR ,
                                 ALU_SLT,
                                 ALU_SLTU,
                                 ALU_SrB,
                                 ALU_XOR,
                                 ALU_SLL,
                                 ALU_SRL,
                                 ALU_SRA } ALUop_t;
    typedef enum logic [1 : 0] { RESULT_FROM_ALU = 2'b00,
                                 RESULT_FROM_MEM = 2'b01,
                                 RESULT_FROM_PC4 = 2'b10 } ResultSource_t;
endpackage
`timescale 1ns / 1ps
module RegisterFile(
    input  logic        clk,
    input  logic [ 4:0] a1, a2, a3,
    input  logic        we3,
    input  logic [31:0] wd3,
    output logic [31:0] rd1, rd2
    );
    logic [31 : 0] REGISTER [32];
    always_ff @( posedge clk ) begin
        if (we3 && a3 != '0) begin
            REGISTER[a3] <= wd3;
        end
    end
    always_ff @(posedge clk) begin
        if (a1 == '0) begin
            rd1 <= '0;
        end
        else begin
            rd1 <= REGISTER[a1];
        end
        if (a2 == '0) begin
            rd2 <= '0;
        end
        else begin
            rd2 <= REGISTER[a2];
        end
    end
endmodule
```

==> results.txt <==
This note records the results obtained with Yosys and OpenROAD.

Outcome
The flow ran to the end, and the final reports show no timing, DRC or antenna violations.

Clock tree
For reference, the clock transition at the flip-flops on the worst setup and hold paths is 0.06 ns. The H-tree depth reported by CTS is 3. The buffer depth of the longest clock path is 3.

TritonCTS built the clock tree. The number of gates resized after CTS is 0. For the worst-skew pair, the clock arrives at the later sink with an insertion delay of 0.70 ns. Post-CTS timing repair inserted 0 buffers for setup. The hold buffer count at CTS is 0. The total clock buffers created by CTS is 110. The tree is rooted in a sky130_fd_sc_hd__clkbuf_16. The clock tree has to reach 1088 sinks.

Final timing
The total negative slack is 0 ns. The setup violation total in the final timing report is 0. The peak clock frequency supported by timing is 261 MHz.

The hold slack is 0.787 ns. After layout, the minimum clock period comes to 3.84 ns. Of the available clock period, the critical path in the final layout requires 0.650. The count of pins over their slew limit is 0. Setup repair after global routing left no endpoint under its margin. The number of endpoints with negative hold slack in the final report is 0. On the final layout, the worst clock skew is 0.0185 ns. The transition time at the pin with the least slew margin is 1.30 ns.

The normalized max-slew margin is 0.108.

Die
The floorplan step set the die width to 350 um. The number of primary I/O pins is 113. The initial utilization of the core area, before any placement, comes to 0.403. The core region is 0.120 mm2. The floorplan has roughly 130 rows. After floorplanning, the die was sized to cover 0.122 mm2.

The die is 350 um tall.

Worst setup path
The class of the most critical setup path is input pin to register. The kind of capture point of the worst setup path is a register. The data required time at the worst endpoint is 6.42 ns. Max fanout on the critical path was recorded as 41. The worst setup path is launched from an input pin.

The critical path buffer and inverter count is 3. The cell occurring most often along the worst timing path is sky130_fd_sc_hd__buf_4. For the worst reg-to-reg path, the startpoint reported by OpenROAD is REGISTER[10][2]$_DFFE_PP_.

According to the timing report, the arrival time at the worst endpoint equals 4.36 ns. The worst reg-to-reg setup slack is roughly 3.3 ns. The number of cells on the worst reg-to-reg path is 4. The cell type of the slowest stage on the worst timing path is sky130_fd_sc_hd__a211oi_1. The family of cells with the greatest summed delay on the critical path is buffers and inverters.

The delay contributed by the slowest stage of the critical path is 0.73 ns. The critical path goes through buf_6, buf_4, nor2b_4, buf_4, a22o_1, a2111oi_2, a211oi_1. The reg-to-reg endpoint is rd1[2]$_SDFF_PN0_.

Min path
Looking at the hold checks, the worst path lands on rd2[28]$_SDFF_PN0_. The number of cells on the worst hold path is listed as 4. The kind of path behind the tightest hold check is register to register. The hold path startpoint is REGISTER[21][28]$_DFFE_PP_.

Detailed routing
Per the detail_route report, routed wire per instance is 34.6 um. The count of TritonRoute iterations in the first routing pass is 7. The number of vias in the routed layout is 27400.

The number of design-rule violations left by the first detailed-router iteration is 1865. The residual DRC count is 0. The antenna violation net count after detailed routing is 0. The detail-routed via count per cell is between 6 and 7. The aggregate routed wire length is around 150000 um.

Finish
The share of cells above drive strength 1 is 0.299. The final report lists a non-filler cell total of 4380. The area added between synthesis and finish is 15.0%. Summing all non-filler instances in the final layout gives an area of 0.0556 mm2.

Placement
RePlAce ended its routability-driven mode at a weighted congestion of 0.903. After detailed placement, the design holds a cell count of 4170. The area after detailed placement is between 0.05 and 0.06 mm2.

In this run the tool buffered the top-level ports with between 100 and 150 buffer cells. The HPWL after detailed placement is a little under 90000 um.

Global route
The combined global-route utilization of all metal layers is 0.276. The largest net degree at the start of global routing is 89. The number of global-route vias before repair is approximately 31000. The overflow left after global routing is 0. The number of antenna violations at the first check in global routing is 5.

The first global-routing pass estimated roughly 220000 um of wire.

Pwr
In this run the power spent charging and discharging nets is 3.85 mW. In this run the static leakage power is 17.7 nW. The internal power is 13.1 mW. The largest vdd supply drop is 0.253 mV. The post-layout total power is 17.0 mW. The share of power burned in registers is 0.513. The total power per unit cell area is a little over 300 mW/mm2. The part of the power in the clock network is 0.404. Switching power as a fraction of the total was reported as 0.227. The combinational power share is 0.084.

Yosys
The top-area cell type share of the netlist area is 0.636. Ranked by instance count, the synthesized netlist is headed by sky130_fd_sc_hd__edfxtp_1, sky130_fd_sc_hd__mux4_2, sky130_fd_sc_hd__mux2i_1, sky130_fd_sc_hd__a22oi_1, sky130_fd_sc_hd__clkbuf_1. The number of standard cells reported by yosys is 2483. The synthesis stat section lists a flop and latch total of 1088. The total number of yosys warnings is 0. Yosys reports a chip area of 0.0484 mm2. The number of unique standard cell types used by synthesis is 39.

The synthesized instance count is ~2500. The mapped netlist covers 0.0484 mm2. For this run, asynchronously set or reset flops after synthesis account for 0. The most used standard cell by instance count after synthesis is sky130_fd_sc_hd__edfxtp_1. The share of the Yosys chip area taken by registers is 0.662. Sorting the synthesized cells by area gives the leading types as sky130_fd_sc_hd__edfxtp_1, sky130_fd_sc_hd__mux4_2, sky130_fd_sc_hd__mux2i_1. After synthesis, the mean cell area works out to between 15 and 20 um2. The most instantiated flip-flop cell in the synthesis netlist is sky130_fd_sc_hd__edfxtp_1. The count of library flops with an enable pin is 1024. Summed over all instances, the cell type with the most area after synthesis is sky130_fd_sc_hd__edfxtp_1.

Run
Max-cap violations in this run came to 0. The number of warnings reported in the stage logs is 26.
worst max-delay path by stage:
| stage | slack [ns] | start | endpoint | cells after the start |
|---|---|---|---|---|
| 4_1_cts | 2.21 | a1[2] | rd1[12]$_SDFF_PN0_ | 7 |
| 5_1_grt | 1.93 | a1[2] | rd1[12]$_SDFF_PN0_ | 7 |
| 6_report | 2.06 | a1[2] | rd1[12]$_SDFF_PN0_ | 7 |
flip-flops by register name (all words and copies together) (netlist names):
signal    cells
REGISTER   1024
rd1          32
rd2          32
logic make-up after synthesis:
group / synth area share
simple gates: 0.0257
compound gates: 0.0528
flops: 0.662
mux: 0.238
other cells: 0.0000775
buf+inv: 0.0214
stage by stage:
stage | util | worst slack [ns]
after detailed placement | 0.434 | 1.46
after global routing | 0.464 | 1.93
final | 0.464 | 2.06
after CTS | 0.464 | 2.21
after global placement | 0.434 | 1.47
after floorplan | - | 2.30
cell type report:
class                      count  area (um2)
antenna                        2        5.00
clock buffer                 141        2960
clock inverter                67         581
fill                        9821       64400
multi-input combinational   1227       15700
sequential                  1088       32000
tap                         1612        2020
timing repair buffer         243        2270
worst min-delay path: stages (launching register included):
cell and delay (ns):
sky130_fd_sc_hd__edfxtp_1 0.34, sky130_fd_sc_hd__mux2_2 0.15, sky130_fd_sc_hd__nand2_1 0.05, sky130_fd_sc_hd__nand4_1 0.08, sky130_fd_sc_hd__and3_1 0.14
power by group through the flow:
stage | logic [mW] | clock network (mW) | registers (mW)
finish | 1.42 | 6.86 | 8.70
global route | 1.51 | 7.22 | 8.72
CTS | 1.42 | 6.95 | 8.71
cell usage in the layout (no fill, tap or decap), types with 34 or more instances in the layout:
cell type and count:
sky130_fd_sc_hd__a21oi_1 61, sky130_fd_sc_hd__buf_4 120, sky130_fd_sc_hd__edfxtp_1 1024, sky130_fd_sc_hd__clkdlybuf4s50_1 104, sky130_fd_sc_hd__mux4_2 417, sky130_fd_sc_hd__nor2_4 34, sky130_fd_sc_hd__a22oi_1 94, sky130_fd_sc_hd__nand3_1 36
sky130_fd_sc_hd__mux2_2 40, sky130_fd_sc_hd__nand2_1 66, sky130_fd_sc_hd__clkbuf_16 111, sky130_fd_sc_hd__dfxtp_1 64, sky130_fd_sc_hd__mux2i_1 167
layer usage:
layer  track usage  vias to the layer above  wire length, um
met1         0.305                    13900            46000
li1              -                    11100                -
met5       0.00706                        -               63
met3         0.208                      316            26300
met4        0.0764                        6             5470
met2         0.422                     2049            73900
Power figures rest on the tool's default switching activity, not on a simulated workload.
