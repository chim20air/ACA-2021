==> design/flow/design.v <==
`timescale 1ns / 1ps
package ALUSrcA_pkg;
    typedef enum logic { FROM_REGFILE = 1'b0,
                         FROM_PC      = 1'b1 } ALUSrcA_t;
endpackage
`timescale 1ns / 1ps
package ALU_pkg;
    typedef enum logic [3 : 0] { ALU_ADD,
                                 ALU_SUB,
                                 ALU_AND,
                                 ALU_OR ,
                                 ALU_SLT,
                                 ALU_SLTU,
                                 ALU_SrB,
                                 ALU_XOR,
                                 ALU_SLL,
                                 ALU_SRL,
                                 ALU_SRA } ALUop_t;
endpackage
`timescale 1ns / 1ps
package ALUsource_pkg;
    typedef enum logic { ALU_RD2    = 1'b0,
                         ALU_EXTEND = 1'b1 } ALUsource_t;
endpackage
`timescale 1ns / 1ps
package Imm_pkg;
    typedef enum logic [2 : 0] { IMM_TypeI,
                                 IMM_TypeIu,
                                 IMM_TypeS,
                                 IMM_TypeB,
                                 IMM_TypeBu,
                                 IMM_TypeU,
                                 IMM_TypeJ } IMM_t;
endpackage
`timescale 1ns / 1ps
package PCsource_pkg;
    typedef enum logic [1 : 0] { NEXT,                   
                                 JUMP,                   
                                 INDJ } PCsource_t;      
endpackage
`timescale 1ns / 1ps
package ResultSource_pkg;
    typedef enum logic [1 : 0] { RESULT_FROM_ALU = 2'b00,
                                 RESULT_FROM_MEM = 2'b01,
                                 RESULT_FROM_PC4 = 2'b10 } ResultSource_t;
endpackage
`timescale 1ns / 1ps
package DataTypes_pkg;
    typedef enum logic [1 : 0] { NEXT,                   
                                 JUMP,                   
                                 INDJ } PCsource_t;      
    typedef enum logic { PC,
                         ALU } AdrSrc_t;
    typedef enum logic [2 : 0] { IMM_TypeI,
                                 IMM_TypeIu,
                                 IMM_TypeS,
                                 IMM_TypeB,
                                 IMM_TypeBu,
                                 IMM_TypeU,
                                 IMM_TypeJ } IMM_t;
    typedef enum logic [1 : 0] { ALU_RD1,
                                 ALU_OLD_PC,
                                 ALU_PC } ALUSrcA_t;
    typedef enum logic [1 : 0] { ALU_RD2,
                                 ALU_EXTEND,
                                 ALU_PLUS_4 } ALUsource_t;
    typedef enum logic [3 : 0] { ALU_ADD,
                                 ALU_SUB,
                                 ALU_AND,
                                 ALU_OR ,
                                 ALU_SLT,
                                 ALU_SLTU,
                                 ALU_SrB,
                                 ALU_XOR,
                                 ALU_SLL,
                                 ALU_SRL,
                                 ALU_SRA } ALUop_t;
    typedef enum logic [1 : 0] { RESULT_FROM_ALU = 2'b00,
                                 RESULT_FROM_MEM = 2'b01,
                                 RESULT_FROM_PC4 = 2'b10 } ResultSource_t;
endpackage
`timescale 1ns / 1ps
module DataMemory(
    input  logic          clk, we,
    input  logic [31 : 0] a, wd,
    output logic [31 : 0] rd
    );
    logic [7 : 0] DATA_MEM [32][4];
    initial begin
        $readmemh("dataMemory.mem", DATA_MEM);
    end
    assign rd = DATA_MEM[ a[31 : 2] ][ a[1 : 0] ];
    always_ff @( posedge clk ) begin
        if (we) begin
            DATA_MEM[ a[31 : 2] ][ a[1 : 0] ] <= wd;
        end
    end
endmodule
==> design/flow/run.sh <==
#!/bin/bash
# OpenROAD 26Q1-2900-gdf79404cd8, Yosys 0.63+post, stock flow scripts
make -C /OpenROAD-flow-scripts/flow DESIGN_CONFIG=/design/flow/config.mk WORK_HOME=/design/flow/orfs finish
==> design/flow/config.mk <==
export PLATFORM = sky130hd
export DESIGN_NAME = DataMemory
export DESIGN_NICKNAME = DataMemory
export VERILOG_FILES = /design/flow/design.v
export SDC_FILE = /design/flow/constraint.sdc
export NUM_CORES = 4
export LEC_CHECK = 1
export CORE_UTILIZATION = 50
export SYNTH_HDL_FRONTEND = slang
==> design/flow/constraint.sdc <==
current_design DataMemory

set clk_period 5.4
set clk_io_pct 0.2

create_clock -name clk0 -period $clk_period [get_ports {clk}]

set non_clock_inputs [all_inputs -no_clocks]
set_input_delay [expr $clk_period * $clk_io_pct] -clock clk0 $non_clock_inputs
set_output_delay [expr $clk_period * $clk_io_pct] -clock clk0 [all_outputs]
==> impl_metrics.yaml <==
# flow metrics
outcome:
  status: "finished, final reports clean"
clock_network:
  postCtsHoldBufs: 0
  tritoncts: "done"
  cts_root_buf: "clkbuf_16"
  clock_path_buffers: 3
  cts.htree.levels: 3
  numCtsBuffers: 102
  cts.clk_slew.worst_paths_ns: 0.06
  cts.sinks: 1024
  post_cts_buffers: 0
critical_path:
  path_class: "input port to output pin"
  worstPathRequired_ns: 4.32
  worstPathArrival_ns: 4.22
  path_max_fanout: 22
  start_kind: "input port"
  critPathLaunch: "a[6]"
  critPathCaptureType: "output pin"
detailed_routing:
  drt_iter0_drc: 1108
  ant_nets: 0
  first_pass_iters: 5
  n_antenna_cell: 0
  wirelength_mm: 91.5
  drc: 0
  via_per_inst: 5.75
  post_drt_wl_per_cell_um: 25.9
  vias: 20300
layout:
  final_area_um2: 45500
  syn_to_final_growth_pct: 13.4
  largest_reg_flops: 1024
  drive_gt1_frac: 0.118
  lay_top_cells: "edfxtp_1 (1024), mux2i_1 (512), o22ai_1 (224), nor2_1 (172), clkbuf_16 (106)"
  final_common_cell: "edfxtp_1"
placed_design:
  io_buffer_count: 24
  place_ws_ns: -0.211
  postPlaceCellArea_um2: 42100
  dp_hpwl_mm: 60.1
  place.gp.congestion: 0.915
yosys:
  syn_inst: 2289
  synth_top_cell_by_area: "edfxtp_1"
  ys.warnings.count: 0
  yosys_area_um2: 40200
  ys_cells: 2289
  syn_area_um2: 40200
  avgSynthCellArea_um2: 17.5
  synth-seq-cells: 1024
  top_cells_by_area: "edfxtp_1 (77%), mux2i_1 (13%), o22ai_1 (3.5%)"
  synth_cell_type_count: 29
  top_cell_area_share: 0.766
  ys_seq_share: 0.766
sta:
  rsz0062_at_grt: "false"
  timing.final.max_slew_violations: 0
  layout_min_cycle_time_ns: 5.30
  slew_headroom: 0.370
  setup_slack_ns: 0.0997
  fmax_ghz: 0.189
  period_used_share: 0.982
  setup_violations: 0
  finalHoldViolCount: 0
  max_slew.worst_pin.slew_ns: 0.942
grt:
  grt_pass1_vias: 21100
  grt_pass1_wl_mm: 135
  grt_usage: 0.255
  antenna_found_initial: 0
  grt-ovfl-total: 0
  grt_start_max_net_pins: 78
hold_path:
  hp-start: "wd[4]"
  hp-class: "input port to register"
floorplanning:
  rows: 103
  dieWidth_um: 285
  dieArea_um2: 81500
  fp.coreArea_um2: 79300
  fp_util: 0.507
  fp.dieH_um: 285
  ioPinCount: 98
job:
  openroad.warnings: 75
  maxCapViolCount: 0
power:
  finalPower_uw: 16500
  vdd_drop_max_mv: 0.310
  p_leak_uw: 0.0157
  powerDensity_nw_per_um2: 361
layer usage:
| metal | vias up | routed length [um] | GRT usage |
|---|---|---|---|
| li1 | 9307 | - | - |
| met1 | 9998 | 32900 | 0.363 |
| met2 | 822 | 43400 | 0.371 |
| met3 | 149 | 11400 | 0.139 |
| met4 | 4 | 3490 | 0.0745 |
| met5 | - | 197 | 0.0174 |
stage by stage:
| stage | TNS (ns) | util | cells | hold slack [ns] |
|---|---|---|---|---|
| after floorplan | 0 | - | 2312 | 1.18 |
| after global placement | -0.444 | 0.531 | 3340 | 1.52 |
| after detailed placement | -0.547 | 0.531 | 3340 | 1.52 |
| after CTS | 0 | 0.574 | 3530 | 0.824 |
| after global routing | 0 | 0.575 | 3530 | 0.844 |
| final | 0 | 0.575 | 3530 | 0.856 |
where the power goes:
group          leakage [uW]  switching, uW  internal (uW)
combinational       0.00489            499            275
clock               0.00160           2800           4090
sequential          0.00921           6.24           8780
kinds of logic after synthesis:
kind of cell | synth area share
AOI/OAI and AO/OA | 0.0379
DFF | 0.766
muxes | 0.128
buffers and inverters | 0.0227
other | 0.0000934
and+or+nand+nor | 0.0461
layout make-up:
cell class	count	area [um2]
fill	5822	33700
multi-input combinational	1125	8720
clock inverter	65	594
sequential	1024	30700
tap	1050	1310
clock buffer	125	2720
timing repair buffer	141	1440
critical path: stages:
cell             delay [ns]
clkdlybuf4s50_1        0.58
or4b_1                 0.56
buf_12                 0.21
o22ai_1                0.27
or4_1                  0.26
nor4_1                 0.09
buf_4                  0.16
nor4_4                 0.38
buf_4                  0.17
clkdlybuf4s50_1        0.45
synth_stat cells (all sizes together):
cell and count:
and2 1, and3 1, and3b 2, buf 133, clkbuf 30, conb 1, edfxtp 1024, mux2i 512
nand2 33, nand3 5, nand4 1, nand4b 4, nand4bb 6, nor2 172, nor2b 4, nor3 1
nor3b 2, nor4 40, o21ai 24, o22ai 224, or3 24, or4 41, or4b 4
worst paths after layout:
kind | slack, ns | depth (start not counted) | to
worst min-delay path | 0.86 | 1 | DATA_MEM[28][4]$_DFFE_PP_
worst max-delay path | 0.1 | 10 | rd[3]
what timing repair did:
item	in CTS	in global routing
setup endpoints to repair	7	7
resized	8	10
pin swaps	0	1
Power and IR drop assume default switching activity.
