## run.sh

```bash
#!/bin/bash
# OpenROAD 26Q1-2900-gdf79404cd8, Yosys 0.63+post, stock flow scripts
make -C /OpenROAD-flow-scripts/flow DESIGN_CONFIG=/design/flow/config.mk WORK_HOME=/design/flow/orfs finish
```

## config.mk

```make
export PLATFORM = sky130hd
export DESIGN_NAME = InstrDataMem
export DESIGN_NICKNAME = InstrDataMem
export VERILOG_FILES = /design/flow/design.v
export SDC_FILE = /design/flow/constraint.sdc
export NUM_CORES = 4
export LEC_CHECK = 1
export CORE_UTILIZATION = 50
export SYNTH_HDL_FRONTEND = slang
```

## constraint.sdc

```tcl
current_design InstrDataMem

set clk_period 51.2
set clk_io_pct 0.2

create_clock -name clk0 -period $clk_period [get_ports {clk}]

set non_clock_inputs [all_inputs -no_clocks]
set_input_delay [expr $clk_period * $clk_io_pct] -clock clk0 $non_clock_inputs
set_output_delay [expr $clk_period * $clk_io_pct] -clock clk0 [all_outputs]
```

## design.v

```verilog
`timescale 1ns / 1ps
package ALUSrcA_pkg;
    typedef enum logic { FROM_REGFILE = 1'b0,
                         FROM_PC      = 1'b1 } ALUSrcA_t;
endpackage
`timescale 1ns / 1ps
package ALU_pkg;
    typedef enum logic [3 : 0] { ALU_ADD,
                                 ALU_SUB,
                                 ALU_AND,
                                 ALU_OR ,
                                 ALU_SLT,
                                 ALU_SLTU,
                                 ALU_SrB,
                                 ALU_XOR,
                                 ALU_SLL,
                                 ALU_SRL,
                                 ALU_SRA } ALUop_t;
endpackage
`timescale 1ns / 1ps
package ALUsource_pkg;
    typedef enum logic { ALU_RD2    = 1'b0,
                         ALU_EXTEND = 1'b1 } ALUsource_t;
endpackage
`timescale 1ns / 1ps
package Imm_pkg;
    typedef enum logic [2 : 0] { IMM_TypeI,
                                 IMM_TypeIu,
                                 IMM_TypeS,
                                 IMM_TypeB,
                                 IMM_TypeBu,
                                 IMM_TypeU,
                                 IMM_TypeJ } IMM_t;
endpackage
`timescale 1ns / 1ps
package PCsource_pkg;
    typedef enum logic [1 : 0] { NEXT,                   
                                 JUMP,                   
                                 INDJ } PCsource_t;      
endpackage
`timescale 1ns / 1ps
package ResultSource_pkg;
    typedef enum logic [1 : 0] { RESULT_FROM_ALU = 2'b00,
                                 RESULT_FROM_MEM = 2'b01,
                                 RESULT_FROM_PC4 = 2'b10 } ResultSource_t;
endpackage
`timescale 1ns / 1ps
package DataTypes_pkg;
    typedef enum logic [1 : 0] { NEXT,                   
                                 JUMP,                   
                                 INDJ } PCsource_t;      
    typedef enum logic { PC,
                         ALU } AdrSrc_t;
    typedef enum logic [2 : 0] { IMM_TypeI,
                                 IMM_TypeIu,
                                 IMM_TypeS,
                                 IMM_TypeB,
                                 IMM_TypeBu,
                                 IMM_TypeU,
                                 IMM_TypeJ } IMM_t;
    typedef enum logic [1 : 0] { ALU_RD1,
                                 ALU_OLD_PC,
                                 ALU_PC } ALUSrcA_t;
    typedef enum logic [1 : 0] { ALU_RD2,
                                 ALU_EXTEND,
                                 ALU_PLUS_4 } ALUsource_t;
    typedef enum logic [3 : 0] { ALU_ADD,
                                 ALU_SUB,
                                 ALU_AND,
                                 ALU_OR ,
                                 ALU_SLT,
                                 ALU_SLTU,
                                 ALU_SrB,
                                 ALU_XOR,
                                 ALU_SLL,
                                 ALU_SRL,
                                 ALU_SRA } ALUop_t;
    typedef enum logic [1 : 0] { RESULT_FROM_ALU = 2'b00,
                                 RESULT_FROM_MEM = 2'b01,
                                 RESULT_FROM_PC4 = 2'b10 } ResultSource_t;
endpackage
`timescale 1ns / 1ps
module InstrDataMem(
        input  logic          clk, we,
        input  logic [31 : 0] a, wd,
        output logic [31 : 0] rd
    );
    logic [31 : 0] MEM [128];
    initial begin
        $readmemh("base_programm.mem", MEM);
    end
    assign rd = MEM[ a[31 : 2] ];
    always_ff @( posedge clk ) begin
        if (we) begin
            MEM[a] <= wd;
        end
    end
endmodule
```

==> datasheet_impl.txt <==
Physical implementation characteristics

Parameter                              Value

Status
  Result of the run .................. completed

Die
  Chip Area .................. 313000 µm²
  Chip height .................. 559 µm
  Number of top-level pins .................. 98
  FP Rows .................. 204
  FP Core Util .................. 50.3%
  Die W .................. 559 µm
  Core Footprint .................. 309000 µm²

Pwr
  Total power consumption of the routed design .................. 6.94 mW
  Proportion of power drawn by combinational gates .................. 4.6%
  Relative contribution of sequential cells to total power .................. 53.4%
  Net switching component of the power .................. 1.47 mW
  Clock network fraction of total power .................. 42.0%
  Worst vdd ir .................. 0.0350 mV
  Power density over cell area .................. 39.5 nW/µm²
  Net switching share of the total power .................. 21.2%
  Leakage component of the power .................. 55.2 nW
  Internal power component .................. 5.47 mW

Final timing
  Setup repair after global routing missed its margin .................. no
  Actual slew at the worst max-slew pin .................. 0.996 ns
  Max_slew headroom .................. 33.0%
  Final number of setup-violating endpoints .................. 0
  Accumulated negative setup slack .................. 0 ns
  Portion of the clock cycle consumed by the worst path in the final layout .................. 52.2%
  Final number of hold-violating endpoints .................. 0
  Fmax .................. 0.0374 GHz
  Final slew viol count .................. 0
  Final critical path time including I/O delays and setup .................. 26.75 ns

Synth
  Seq cells post-synth .................. 4096
  Most used standard cell by instance count after synthesis .................. sky130_fd_sc_hd__edfxtp_1
  Post-Synthesis Cells .................. 7170
  Async set-reset flop share out of synthesis .................. 0%
  Leading post-synthesis cells by cell area .................. sky130_fd_sc_hd__edfxtp_1 79%, sky130_fd_sc_hd__mux4_2 11%, sky130_fd_sc_hd__mux2i_1 3.3%, sky130_fd_sc_hd__a211oi_1 1.4%, sky130_fd_sc_hd__o22ai_1 1.2%
  Prevailing post-synth register cell .................. sky130_fd_sc_hd__edfxtp_1
  Post-synthesis instance area .................. 155000 µm²
  Most area-hungry cell type in the Yosys netlist .................. sky130_fd_sc_hd__edfxtp_1
  Average instance area after synthesis .................. 21.7 µm²
  Top cell area share .................. 79.2%
  Count of different cell masters after synthesis .................. 23
  Yosys cell count .................. 7170
  Ys Warns .................. 0
  Most common library cells after synthesis .................. 4096 x sky130_fd_sc_hd__edfxtp_1, 736 x sky130_fd_sc_hd__mux4_2, 512 x sky130_fd_sc_hd__mux2i_1, 288 x sky130_fd_sc_hd__a211oi_1, 288 x sky130_fd_sc_hd__o22ai_1
  Portion of the post-synthesis area used by sequential elements .................. 79.2%
  Count of flip-flops with a built-in enable after synthesis .................. 4096
  Yosys stat chip area .................. 155000 µm²

Cells and area
  Number of non-filler instances in the completed layout .................. 12000
  Top register by number of flip-flops .................. MEM
  Number of filler cells placed in the layout .................. 21900
  Number of flip-flops in the largest register .................. 4096
  Synth-to-Final Area Change .................. 13.2%
  Registers with the most flip-flops .................. MEM: 4096 flops
  Share of post-route cells with drive strength above 1 .................. 23.2%
  Final core utilization .................. 56.9%
  Final cell area excluding filler cells .................. 176000 µm²

Routing
  Post-detailed-route via-to-cell ratio .................. 6.18
  Iteration-0 DRC Markers .................. 4753
  Antenna Nets Post-Route .................. 0
  Wire per inst .................. 34.1 µm
  Final Routed Wirelength .................. 410000 µm
  Vias after detailed routing .................. 74500
  Total DRC errors in the routed layout .................. 0
  Iteration tally of the first detailed-router pass .................. 8

Clock network
  CTS tree .................. built
  Count of buffers added by post-CTS timing repair for setup .................. 0
  Number of cells upsized or downsized after cts .................. 0
  Number of buffers on the longest clock path .................. 4
  # hold bufs at CTS .................. 0
  TritonCTS Buffers .................. 412
  H-Tree Level Count .................. 5
  Clock slew at the register clock pins of the worst setup and hold paths .................. 0.06 ns
  Cell chosen for the clock root .................. sky130_fd_sc_hd__clkbuf_16
  TritonCTS Sinks .................. 4096

Global route
  Met3 Usage GRT .................. 23.9%
  Most Crowded Layer GR .................. met2
  Initial antenna violation count .................. 26
  Largest net degree at the start of global routing .................. 102
  Met1 usage in global routing .................. 35.6%
  Global routing usage on met2 .................. 43.6%
  Vias in the first global route .................. 81700
  Remaining global-route overflow .................. 0
  Total global routing track utilization .................. 30.2%
  Global-route wire length before repair .................. 582000 µm

Worst setup path
  CP Max Fanout .................. 64
  Critical Path End Type .................. primary output
  Data arrival time of the worst path .................. 16.51 ns
  CP required .................. 40.96 ns
  Crit path kind .................. in -> out
  Kind of launch point of the worst setup path .................. primary input

Min path
  Min-Delay Path Depth .................. 1
  WHS Endpoint .................. MEM[70][26]
  Tightest Hold Check Type .................. in -> reg
  Min-Delay Startpoint .................. wd[26]

Placement
  Routability congestion estimate from global placement .................. 0.854
  DP Cell Count .................. 11300
  Post-Place Cell Area .................. 163000 µm²
  DP Wirelength .................. 227000 µm
  PortBufs .................. 74

Job
  Number of logged tool warnings .................. 55
  MaxCap Viol Count .................. 0
[stage by stage]
step	hold slack, ns	setup WS [ns]
floorplan	10.34	29.23
global placement	10.60	24.24
detailed placement	10.60	24.22
CTS	9.58	24.22
global route	9.65	23.77
finish	9.65	24.45
[placed cells by master (no fill, tap or decap), drive strengths merged, types with 3 or more instances in the layout]
cell type / n
edfxtp: 4096
mux4: 736
mux2i: 512
clkbuf: 500
buf: 361
o22ai: 288
a211oi: 288
nand2: 241
a22oi: 224
clkinv: 202
nor2: 157
nand4: 67
nor2b: 41
clkdlybuf4s50: 38
bufinv: 35
mux2: 32
o31ai: 32
diode: 18
nand3: 14
nor3: 9
clkinvlp: 9
inv: 9
nand3b: 4
nand2b: 3
[cell families after synthesis]
logic type	synth area share, %
flops	79.2
mux	14.2
compound gates	3.79
simple gates	1.52
buf+inv	1.33
[power by group through the flow]
stage	combinational [mW]	clock, mW	sequential (mW)
4_1_cts	0.322	2.96	3.70
6_report	0.320	2.91	3.71
5_1_grt	0.343	3.08	3.70
[per-layer routing]
layer	wire length, µm	share of wire, %	vias up
met1	119000	29	37400
met2	197000	48	5122
met5	600	0.15	-
met3	76000	19	686
li1	-	-	31200
met4	17900	4.3	18
[worst max path at each step]
| stage | from | endpoint | slack, ns | cells after the start |
|---|---|---|---|---|
| 5_1_grt | a[2] | rd[7] | 23.77 | 13 |
| 6_report | a[2] | rd[7] | 24.45 | 13 |
| 4_1_cts | a[2] | rd[11] | 24.22 | 13 |
[final cells by class]
class | instances | area (µm²) | area share (%)
diodes | 18 | 45.0 | 0.0256
flip-flops and latches | 4096 | 123000 | 70.0
repair buffers | 399 | 3220 | 1.83
clock inverters | 255 | 2400 | 1.36
multi-input cells | 2651 | 31300 | 17.8
well taps | 4120 | 5150 | 2.93
clock buffers | 500 | 10700 | 6.09
[critical path, cell delays in order]
cell and delay, ns:
sky130_fd_sc_hd__buf_12 0.40, sky130_fd_sc_hd__buf_12 0.46, sky130_fd_sc_hd__buf_4 0.68, sky130_fd_sc_hd__buf_4 0.68, sky130_fd_sc_hd__buf_4 0.67, sky130_fd_sc_hd__buf_4 0.65
sky130_fd_sc_hd__buf_4 0.61, sky130_fd_sc_hd__mux4_2 0.58, sky130_fd_sc_hd__a22oi_1 0.39, sky130_fd_sc_hd__nand2_1 0.13, sky130_fd_sc_hd__nand4_1 0.11, sky130_fd_sc_hd__nor2_1 0.10
sky130_fd_sc_hd__clkdlybuf4s50_1 0.46
No activity file was given, so power comes from the tool's default toggle rates.
